--- design/flow/run.sh ---
#!/bin/bash
# OpenROAD 26Q1-2900-gdf79404cd8, Yosys 0.63+post, stock flow scripts
make -C /OpenROAD-flow-scripts/flow DESIGN_CONFIG=/design/flow/config.mk WORK_HOME=/design/flow/orfs finish
--- design/flow/config.mk ---
export PLATFORM = sky130hd
export DESIGN_NAME = cube_solver
export DESIGN_NICKNAME = cube_solver
export VERILOG_FILES = /design/flow/design.v
export SDC_FILE = /design/flow/constraint.sdc
export NUM_CORES = 4
export LEC_CHECK = 1
export CORE_UTILIZATION = 50
--- design/flow/constraint.sdc ---
current_design cube_solver

set clk_period 5.4
set clk_io_pct 0.2

create_clock -name clk0 -period $clk_period [get_ports {clk}]

set non_clock_inputs [all_inputs -no_clocks]
set_input_delay [expr $clk_period * $clk_io_pct] -clock clk0 $non_clock_inputs
set_output_delay [expr $clk_period * $clk_io_pct] -clock clk0 [all_outputs]
--- design/flow/design.v ---
module spin_x (input wire [11:0] i, output wire [11:0] o);
    assign o = {
        i[3],  
        i[7],  
        i[11],  
        i[4],  
        i[2],  
        i[10], 
        i[8],  
        i[0],  
        i[1],  
        i[6], 
        i[9],  
        i[5]  
    };
endmodule
module spin_z (input wire [11:0] i, output wire [11:0] o);
    assign o = {
        i[10],  
        i[9],   
        i[8],   
        i[11],  
        i[6],   
        i[5],   
        i[4],   
        i[7],   
        i[2],   
        i[1],   
        i[0],   
        i[3]    
    };
endmodule
module spin_z_cc (input wire [11:0] i, output wire [11:0] o);
    assign o = {
        i[8],   
        i[11],  
        i[10],  
        i[9],   
        i[4],   
        i[7],   
        i[6],   
        i[5],   
        i[0],   
        i[3],   
        i[2],   
        i[1]    
    };
endmodule
module is_canonical (
    input  wire [11:0] cube_in,
    output wire        is_canon
);
    wire [11:0] r0, r1, r2, r3, r4, r5;
    assign r0 = cube_in;
    spin_x x_to_back (.i(r0), .o(r1));
    spin_x x_to_bot  (.i(r1), .o(r2));
    spin_x x_to_front(.i(r2), .o(r3));
    wire [11:0] temp_left;
    spin_z z_pre_left (.i(r0),        .o(temp_left));
    spin_x x_to_left  (.i(temp_left), .o(r4));
    wire [11:0] temp_right;
    spin_z_cc z_pre_right (.i(r0),         .o(temp_right));
    spin_x    x_to_right  (.i(temp_right), .o(r5));
    wire [11:0] r0_90, r0_180, r0_270;
    spin_z z0_1 (.i(r0),     .o(r0_90));
    spin_z z0_2 (.i(r0_90),  .o(r0_180));
    spin_z z0_3 (.i(r0_180), .o(r0_270));
    wire [11:0] r1_90, r1_180, r1_270;
    spin_z z1_1 (.i(r1),     .o(r1_90));
    spin_z z1_2 (.i(r1_90),  .o(r1_180));
    spin_z z1_3 (.i(r1_180), .o(r1_270));
    wire [11:0] r2_90, r2_180, r2_270;
    spin_z z2_1 (.i(r2),     .o(r2_90));
    spin_z z2_2 (.i(r2_90),  .o(r2_180));
    spin_z z2_3 (.i(r2_180), .o(r2_270));
    wire [11:0] r3_90, r3_180, r3_270;
    spin_z z3_1 (.i(r3),     .o(r3_90));
    spin_z z3_2 (.i(r3_90),  .o(r3_180));
    spin_z z3_3 (.i(r3_180), .o(r3_270));
    wire [11:0] r4_90, r4_180, r4_270;
    spin_z z4_1 (.i(r4),     .o(r4_90));
    spin_z z4_2 (.i(r4_90),  .o(r4_180));
    spin_z z4_3 (.i(r4_180), .o(r4_270));
    wire [11:0] r5_90, r5_180, r5_270;
    spin_z z5_1 (.i(r5),     .o(r5_90));
    spin_z z5_2 (.i(r5_90),  .o(r5_180));
    spin_z z5_3 (.i(r5_180), .o(r5_270));
    assign is_canon = 
        (cube_in <= r0_90) && (cube_in <= r0_180) && (cube_in <= r0_270) &&
        (cube_in <= r1) && (cube_in <= r1_90) && (cube_in <= r1_180) && (cube_in <= r1_270) &&
        (cube_in <= r2) && (cube_in <= r2_90) && (cube_in <= r2_180) && (cube_in <= r2_270) &&
        (cube_in <= r3) && (cube_in <= r3_90) && (cube_in <= r3_180) && (cube_in <= r3_270) &&
        (cube_in <= r4) && (cube_in <= r4_90) && (cube_in <= r4_180) && (cube_in <= r4_270) &&
        (cube_in <= r5) && (cube_in <= r5_90) && (cube_in <= r5_180) && (cube_in <= r5_270);
endmodule  
module cube_connectivity (
    input  wire        clk,
    input  wire        rst,
    input  wire        start,
    input  wire [11:0] edges_in,   
    output reg         is_connected,
    output reg         done,
    output reg         busy
);
    function [11:0] get_neighbors(input [3:0] edge_idx);
        case (edge_idx)
            4'd0:  get_neighbors = 12'h03a;
            4'd1:  get_neighbors = 12'h065;
            4'd2:  get_neighbors = 12'h0ca;
            4'd3:  get_neighbors = 12'h095;
            4'd4:  get_neighbors = 12'h909;
            4'd5:  get_neighbors = 12'h303;
            4'd6:  get_neighbors = 12'h606;
            4'd7:  get_neighbors = 12'hc0c;
            4'd8:  get_neighbors = 12'ha30;
            4'd9:  get_neighbors = 12'h560;
            4'd10: get_neighbors = 12'hac0;
            4'd11: get_neighbors = 12'h590;
            default: get_neighbors = 12'h000;
        endcase
    endfunction
    localparam S_IDLE   = 2'd0;
    localparam S_SEED   = 2'd1;
    localparam S_FLOOD  = 2'd2;
    localparam S_CHECK  = 2'd3;
    reg [1:0] state;
    reg [11:0] visited;
    reg [11:0] next_visited;
    wire [11:0] neighbor_matrix [11:0];
    wire [11:0] active_neighbors [11:0];
    genvar g;
    generate
        for (g = 0; g < 12; g = g + 1) begin : gen_map
            assign neighbor_matrix[g] = get_neighbors(g[3:0]);
            assign active_neighbors[g] = visited[g] ? neighbor_matrix[g] : 12'd0;
        end
    endgenerate
    always_comb begin
        next_visited = visited | (
            active_neighbors[0] | active_neighbors[1] | active_neighbors[2] | 
            active_neighbors[3] | active_neighbors[4] | active_neighbors[5] | 
            active_neighbors[6] | active_neighbors[7] | active_neighbors[8] | 
            active_neighbors[9] | active_neighbors[10]| active_neighbors[11]
        ) & edges_in;
    end
    always @(posedge clk) begin
        if (rst) begin
            state <= S_IDLE;
            visited <= 0;
            done <= 0;
            busy <= 0;
            is_connected <= 0;
        end else begin
            case (state)
                S_IDLE: begin
                    done <= 0;
                    if (start) begin
                        if (edges_in == 0) begin
                            is_connected <= 0;
                            done <= 1;
                        end else begin
                            busy <= 1;
                            state <= S_SEED;
                        end
                    end
                end
                S_SEED: begin
                    visited <= edges_in & (~edges_in + 1); 
                    state <= S_FLOOD;
                end
                S_FLOOD: begin
                    visited <= next_visited;
                    if (visited == next_visited) begin
                        state <= S_CHECK;
                    end
                end
                S_CHECK: begin
                    is_connected <= (visited == edges_in);
                    done <= 1;
                    busy <= 0;
                    state <= S_IDLE;
                end
            endcase
        end
    end
endmodule  
module cube_solver (
    input  wire       clk,
    input  wire       rst,
    input  wire       run,
    output reg [11:0] total_found,
    output reg        solver_done
);
    reg  [11:0] current_test_cube;
    reg         conn_start;
    wire        conn_is_connected;
    wire        conn_done;
    cube_connectivity checker_inst (
        .clk(clk),
        .rst(rst),
        .start(conn_start),
        .edges_in(current_test_cube),
        .is_connected(conn_is_connected),
        .done(conn_done)
    );
    wire is_canon;
    is_canonical canon_inst (
        .cube_in(current_test_cube),
        .is_canon(is_canon)
    );
    wire has_width = |(current_test_cube & 12'b010100000101);
    wire has_depth = |(current_test_cube & 12'b101000001010);
    wire has_vert  = |(current_test_cube & 12'b000011110000);
    wire is_3d_valid = has_width && has_depth && has_vert;
    reg [1:0] state;
    localparam S_IDLE = 0, S_TEST = 1, S_WAIT = 2, S_NEXT = 3;
    always @(posedge clk) begin
        if (rst) begin
            state <= S_IDLE;
            current_test_cube <= 0;
            total_found <= 0;
            solver_done <= 0;
            conn_start <= 0;
        end else begin
            case (state)
                S_IDLE: begin
                    if (run) begin
                        state <= S_TEST;
                        current_test_cube <= 1;
                        total_found <= 0;
                        solver_done <= 0;
                    end
                end
                S_TEST: begin
                    conn_start <= 1;
                    state <= S_WAIT;
                end
                S_WAIT: begin
                    conn_start <= 0;
                    if (conn_done) begin
                        if (conn_is_connected && is_3d_valid && is_canon) begin
                             total_found <= total_found + 1;
                        end
                        state <= S_NEXT;
                    end
                end
                S_NEXT: begin
                    if (current_test_cube == 12'hFFE) begin
                        solver_done <= 1;
                        state <= S_IDLE;
                    end else begin
                        current_test_cube <= current_test_cube + 1;
                        state <= S_TEST;
                    end
                end
            endcase  
        end  
    end  
endmodule  
==> flow_metrics.env <==
# flow metrics
export IMPL_finalHoldWorstSlack_ps=476
export IMPL_via_count=6877
export IMPL_status="complete, no violations"
export IMPL_achievable_frequency_mhz=233
export IMPL_maxSlewHeadroom_pct=40.7
export IMPL_worst_r2r_setup_slack_ps=1120
export IMPL_cts_tree="done"
export IMPL_antenna_diode_count=0
export IMPL_synth_yosys_seq_area_share_pct=14.9
export IMPL_yosys_warnings=2
export IMPL_grt_start_max_net_pins=41
export IMPL_placement_io_buffers=15
export IMPL_critPathMostFrequentCell="sky130_fd_sc_hd__buf_4"
export IMPL_maximum_vdd_drop_v=0.000184
export IMPL_fp_util_pct=51.2
export IMPL_fp_dieW_um=116
export IMPL_cts_repair_timing_setup_buffer_count=0
export IMPL_dr_pass1_iters=7
export IMPL_drt_initial_drc_count=856
export IMPL_timing_final_max_slew_violations=0
export IMPL_critPathSlowestCell="sky130_fd_sc_hd__a2111oi_0"
export IMPL_vias_in_the_first_global_route=6218
export IMPL_max_cap_viol_count=0
export IMPL_vias_per_cell=6.76
export IMPL_power_switching_fraction_pct=26.8
export IMPL_chip_area_sq_um=13400
export IMPL_cellInternalPower_w=0.000632
export IMPL_timing_final_ws_setup_ps=1120
export IMPL_grt_pass1_wl_um=36900
export IMPL_area_share_of_the_largest_cell_type_after_synthesis_pct=29.6
export IMPL_worst_hold_path_type="register to register"
export IMPL_detail_route_drc_violations=0
export IMPL_top_area_cell="sky130_fd_sc_hd__ha_1"
export IMPL_cts_hold_buffers=0
export IMPL_tritoncts_num_sinks=48
export IMPL_route_final_wire_length_um=24800
export IMPL_syn_to_final_growth_pct=10.2
export IMPL_openroad_warnings=111
export IMPL_final_area_sq_um=7110
export IMPL_edf_count=0
export IMPL_power_density_nw_per_um2=121
export IMPL_post_synth_area_from_yosys_stat_sq_um=6460
export IMPL_synth_cells=816
export IMPL_weighted_congestion_at_the_end_of_routability_driven_global_placement=1.14
export IMPL_hpwl_um=18400
export IMPL_setup_worst_path_start_class="register"
export IMPL_synth_cell_type_count=73
export IMPL_critical_path_required_ps=5610
export IMPL_syn_area_per_cell_sq_um=7.91
export IMPL_rsz0062_at_grt="no"
export IMPL_synthesis_area_sq_um=6460
export IMPL_power_share_clock_pct=41.6
export IMPL_dpl_instance_area_sq_um=6940
export IMPL_boundaryPins=16
export IMPL_switching_power_w=0.000231
export IMPL_number_of_placed_instances_with_taps_included=1009
export IMPL_path_cells="buf_4 -> inv_1 -> ha_1 -> and4b_1 -> nand4_1 -> or3_1 -> a2111oi_0 -> buf_4 -> o2111ai_1 -> buf_4 -> nor2_2 -> buf_4 -> nand4b_1 -> a31oi_1"
export IMPL_fin_crit_ps=4280
export IMPL_post_cts_resized=0
export IMPL_combinationalPowerShare_pct=15.9
export IMPL_finalCritPeriodShare_pct=79.3
export IMPL_ys_ff=48
export IMPL_common_cells="sky130_fd_sc_hd__ha_1 (153), sky130_fd_sc_hd__a21oi_1 (85), sky130_fd_sc_hd__nor2_1 (63)"
export IMPL_seq_power_share_pct=42.5
export IMPL_max_slew_worst_pin_slew_ps=883
export IMPL_most_instantiated_flip_flop_cell_in_the_synthesis_netlist="sky130_fd_sc_hd__dfxtp_1"
export IMPL_critical_path_class="register to register"
export IMPL_pre_cts_ws_ps=1290
export IMPL_htreeDepth=2
export IMPL_fp_row_count=41
export IMPL_fin_setup_tns_ps=0
export IMPL_globalRoute_totalOverflow=0
export IMPL_clkLatencyLatePin_ps=290
export IMPL_setup_worst_path_end_class="register"
export IMPL_drt_antenna_violating_nets=0
export IMPL_critPathMaxFanout=18
export IMPL_fin_worst_skew_ps=5.86
export IMPL_cts_made_buffers=5
export IMPL_yosysCellCount=816
export IMPL_synth_most_common_cell="sky130_fd_sc_hd__ha_1"
export IMPL_ys_async_sr_fraction_pct=0
export IMPL_final_hold_viol_count=0
export IMPL_grt_antenna_before_repair=0
export IMPL_fp_coreArea_sq_um=12600
export IMPL_cts_root_buffer_cell="sky130_fd_sc_hd__clkbuf_16"
export IMPL_routedWlPerCell_um=24.4
export IMPL_critPathArrivalTime_ps=4500
export IMPL_finish_cell_count_without_fillers=1017
export IMPL_layout_drive_gt1_share_pct=5.56
export IMPL_cts_path_max_buffers=2
export IMPL_die_y_um=116
export IMPL_pleak_nw=3.07
export IMPL_cp_slowest_stage_delay_ps=640
export IMPL_grt_use_total_pct=38.1
export IMPL_clkSlewWorstSetupHoldPaths_ps=70
export IMPL_area_leaders="sky130_fd_sc_hd__ha_1 (30%), sky130_fd_sc_hd__dfxtp_1 (15%), sky130_fd_sc_hd__a21oi_1 (6.6%), sky130_fd_sc_hd__nor2_1 (3.7%), sky130_fd_sc_hd__nand2_1 (3.5%)"
export IMPL_final_setup_viol_count=0
power by group through the flow:
stage | Sequential, W | Combinational [W] | Clock [W]
after CTS | 0.000367 | 0.000133 | 0.000364
after global routing | 0.000368 | 0.000148 | 0.000378
final | 0.000367 | 0.000137 | 0.000359
layout by cell type (no fill, tap or decap), drive strengths merged, types with 17 or more instances in the layout:
master	netlist	routed
and3	17	17
dfxtp	48	48
inv	32	33
nand4	19	19
a21oi	87	87
ha	153	153
o21ai	29	29
nor3	31	31
o211ai	17	17
nor2	64	64
buf	4	28
nand2	60	60
nand3	35	35
registers in the layout, summed over array words and instances (netlist names):
name,count
checker_inst.visited,12
current_test_cube,12
total_found,12
checker_inst.state,4
state,4
checker_inst.done,1
checker_inst.is_connected,1
conn_start,1
solver_done,1
critical path: cells and delay by family, from the launching register on:
kind            cells  cell delay (ps)
simple gates        5             1050
buf+inv             5             1310
fa+ha+maj           1              570
compound gates      3              950
flops               1              310
area by class of cell:
type / instances / area (sq um)
clock buffer: 5 / 125
clock inverter: 3 / 46.3
fill: 1199 / 5510
inverter: 34 / 128
multi-input combinational: 712 / 5280
sequential: 48 / 961
tap: 172 / 215
timing repair buffer: 43 / 360
path summary, 6_finish.rpt:
| check | startpoint | depth (start not counted) | to |
|---|---|---|---|
| worst max-delay path | current_test_cube[5] | 14 | total_found[7] |
| worst min register to register | state[2] | 2 | state[1] |
| worst max register to register | current_test_cube[5] | 14 | total_found[7] |
| worst min-delay path | state[2] | 2 | state[1] |
logic make-up (layout without fill, tap and decap cells):
family / Yosys count / count (layout) / share of synthesized area (%)
adders and majority gates: 153 / 153 / 29.6
AOI/OAI and AO/OA: 242 / 242 / 25.2
muxes: 1 / 1 / 0.155
DFF: 48 / 48 / 14.9
xor gates and xnor gates: 18 / 18 / 2.44
buffers and inverters: 56 / 85 / 3.39
and+or+nand+nor: 298 / 298 / 24.3
per-layer routing:
layer | GRT usage, % | part of all wire, % | vias up
met5 | 0 | 0 | -
met4 | 12.8 | 4.4 | 0
met3 | 12.3 | 12 | 89
met2 | 56.4 | 42 | 422
met1 | 52.7 | 42 | 3209
li1 | - | - | 3157
stage by stage:
step                utilization [%]  power [W]
finish                         56.4   0.000863
global route                   56.4   0.000893
CTS                            56.4   0.000864
detailed placement             55.0   0.000507
global placement               55.0   0.000506
floorplan                         -   0.000466
Power figures rest on the tool's default switching activity, not on a simulated workload.
